**./config.mk**
```make
export PLATFORM = sky130hd
export DESIGN_NAME = fir_csr
export DESIGN_NICKNAME = fir_csr
export VERILOG_FILES = /design/flow/design.v
export SDC_FILE = /design/flow/constraint.sdc
export NUM_CORES = 4
export LEC_CHECK = 1
export CORE_UTILIZATION = 50
```
**./constraint.sdc**
```tcl
current_design fir_csr

set clk_period 1.5
set clk_io_pct 0.2

create_clock -name clk0 -period $clk_period [get_ports {clk}]

set non_clock_inputs [all_inputs -no_clocks]
set_input_delay [expr $clk_period * $clk_io_pct] -clock clk0 $non_clock_inputs
set_output_delay [expr $clk_period * $clk_io_pct] -clock clk0 [all_outputs]
```
**./design.v**
```verilog
module fir_csr(
  input wire clk,
  input wire rst_n,
  input wire chipselect,
  input wire write,
  input wire read,
  input wire [3:0] address,
  input wire [31:0] writedata,
  input wire [17:0] dout,
  input wire status,
  output reg control,
  output reg [31:0] readdata,
  output reg [7:0] store0,
  output reg [7:0] store1,
  output reg [7:0] store2,
  output reg [7:0] store3,
  output reg [7:0] store4,
  output reg [7:0] store5,
  output reg [7:0] store6,
  output reg [7:0] store7
);
  reg [7:0] store_internal [7:0];
  reg [31:0] data_reg;
  reg [3:0] decode_address;
  integer i;   
  always @(*) begin
    decode_address = address[3:0];
    store0 = store_internal[0];
    store1 = store_internal[1];
    store2 = store_internal[2];
    store3 = store_internal[3];
    store4 = store_internal[4];
    store5 = store_internal[5];
    store6 = store_internal[6];
    store7 = store_internal[7];
  end
  always @(posedge clk or negedge rst_n) begin
    if (!rst_n) begin
      for (i = 0; i < 8; i = i + 1) begin
        store_internal[i] <= 8'b0;
      end
    end else if (chipselect & write & status) begin
      case (decode_address)
        4'd0: store_internal[0] <= writedata[7:0];
        4'd1: store_internal[1] <= writedata[7:0];
        4'd2: store_internal[2] <= writedata[7:0];
        4'd3: store_internal[3] <= writedata[7:0];
        4'd4: store_internal[4] <= writedata[7:0];
        4'd5: store_internal[5] <= writedata[7:0];
        4'd6: store_internal[6] <= writedata[7:0];
        4'd7: store_internal[7] <= writedata[7:0];
        default: ;
      endcase
    end
  end
  always @(posedge clk or negedge rst_n) begin
    if (!rst_n) begin
      data_reg <= 32'h0;
      control <= 1'b0;
    end else if (chipselect & read) begin
      case (decode_address)
        4'd0: data_reg <= {24'b0, store_internal[0]};
        4'd1: data_reg <= {24'b0, store_internal[1]};
        4'd2: data_reg <= {24'b0, store_internal[2]};
        4'd3: data_reg <= {24'b0, store_internal[3]};
        4'd4: data_reg <= {24'b0, store_internal[4]};
        4'd5: data_reg <= {24'b0, store_internal[5]};
        4'd6: data_reg <= {24'b0, store_internal[6]};
        4'd7: data_reg <= {24'b0, store_internal[7]};
        4'd8: begin
          control <= 1'b1;
          data_reg <= {14'b0, dout};
        end
        default: data_reg <= 32'h0;
      endcase
    end else begin
      data_reg <= data_reg;
      control <= 1'b0;
    end
  end
endmodule
```
**./run.sh**
```bash
#!/bin/bash
# OpenROAD 26Q1-2900-gdf79404cd8, Yosys 0.63+post, stock flow scripts
make -C /OpenROAD-flow-scripts/flow DESIGN_CONFIG=/design/flow/config.mk WORK_HOME=/design/flow/orfs finish
```
==> job_summary.md <==
### Metrics collected by this job

| Metric | Value |
|---|---|
| Number of antenna violations at the first check in global routing | 0 |
| Worst Setup End Kind | output pin |
| Top cells excl fill/tap | dfrtp_1 (65), mux2_2 (53), clkdlybuf4s50_1 (51) |
| Pwr Density | 1020 nW/um^2 |
| Clock sinks | 65 |
| Crit path max-delay cell type | clkdlybuf4s50_1 |
| Vias | 1783 |
| Die area | 5830 um^2 |
| Area growth syn-to-layout | 44.5% |
| Worst Hold Class | input port to flip-flop |
| Met3 GRT Util | 7.30% |
| Core area | 5200 um^2 |
| Layout Utilization | 76.7% |
| Largest net degree at the start of global routing | 27 |
| Worst path top cell family by delay | buffers and inverters |
| DR pass1 iterations | 4 |
| Port bufs | 82 |
| Clock slew at reported path FFs | 0.07 ns |
| Setup Skew | 0 ns |
| Max-slew violation count | 0 |
| Cycle use final | 97.4% |
| WL final | 5610 um |
| VDD IR max | 913 uV |
| Post-layout power | 4080 uW |
| Initial core utilization | 53.1% |
| Fin Setup TNS | 0 ns |
| Row count | 26 |
| # diodes | 0 |
| Crit path time final | 1.46 ns |
| Vias in the first global route | 1708 |
| Critical path class | flip-flop to output pin |
| Static leakage | 0.00225 uW |
| Via density | 4.86 |
| Endpoints failing setup | 0 |
| Mapped Area | 2760 um^2 |
| Final hold viol count | 0 |
| Grt total ovfl | 0 |
| Tool warnings | 70 |
| CTS tree | done |
| Crit-path max FO | 2 |
| GR peak layer | met1 |
| First-pass GRT wire length | 8920 um |
| Met1 Track Usage GR | 32.9% |
| WHS | 0.214 ns |
| Synthesis Warnings | 34 |
| Cells after Synth | 182 |
| Die height | 76.3 um |
| Clk latency late pin | 0.33 ns |
| Drc violations | 0 |
| Max-cap violations | 0 |
| Critical Path AT | 1.16 ns |
| Antenna viol nets, final | 0 |
| Startpoint Class | flip-flop |
| Gp weighted congestion | 0.777 |
| Yosys cell types | 21 |
| # Cells Yosys | 182 |
| H-Tree Depth | 3 |
| Synth flops | 65 |
| Most frequent logic cell in the layout | dfrtp_1 |
| F_max | 684 MHz |
| YS chip area | 2760 um^2 |
| Worst setup slack after layout | 0.0387 ns |
| Layout cells sized above 1 | 37.7% |
| Register share after synthesis | 58.9% |
| Req. time, crit path | 1.20 ns |
| Pre-CTS setup slack | -0.695 ns |
| Die span in x | 76.3 um |
| DR iter-0 viols | 10 |
| # IOs | 157 |
| Syn avg cell area | 15.2 um^2 |
| CTS Buf Count | 9 |
| Met2 Track Usage GR | 31.8% |
| GRT Total Usage | 21.1% |
| CTS root buf | clkbuf_8 |
| Outcome | completed |
| Final HPWL DP | 3840 um |
| WL/cell | 15.3 um |
| Critical-path cell list | clkdlybuf4s50_1 |
| CP max stage delay | 0.48 ns |
| Clock Tree Buf Depth | 2 |
| Worst Path Buf+Inv | 1 |
through the flow:
stage	instance area, um^2	instances
6_report	3990	367
5_1_grt	3990	367
4_1_cts	3890	363
3_5_place_dp	3710	345
3_3_place_gp	3710	345
2_1_floorplan	2890	213
report_power, final:
group	leakage (uW)	total (uW)	internal [uW]	switching, uW
combinational	0.00130	770	593	177
clock	0.0000818	1220	586	638
sequential	0.000865	2090	1980	109
cell type report:
type / instances / area (um^2)
clock buffer: 10 / 128
clock inverter: 6 / 35.0
timing repair buffer: 104 / 1110
multi-input combinational: 112 / 1010
tap: 70 / 87.6
fill: 310 / 1210
sequential: 65 / 1630
cells in the mapped netlist:
cell | n | area, um^2
buf_2 | 1 | 5.00
buf_4 | 32 | 240
buf_6 | 1 | 11.3
clkbuf_1 | 2 | 7.51
conb_1 | 1 | 3.75
dfrtp_1 | 65 | 1630
mux2_2 | 56 | 631
mux2_4 | 8 | 120
nand2_1 | 1 | 3.75
nand3_1 | 1 | 5.00
nand3b_1 | 1 | 7.51
nand4_1 | 1 | 6.26
nand4b_1 | 1 | 8.76
nor2_1 | 2 | 7.51
nor2_2 | 2 | 12.5
nor3_2 | 2 | 20.0
nor4b_1 | 1 | 8.76
o211a_1 | 1 | 10.0
or3b_1 | 1 | 8.76
or4_1 | 1 | 7.51
or4_4 | 1 | 11.3
routing by layer:
layer,share of wire [%],up-vias,wire (um)
met3,7.6,5,426
met4,1.0,0,57
met2,48,76,2670
met1,44,909,2450
met5,0,-,0
li1,-,793,-
timing repair:
item / 4_1_cts / 5_1_grt
setup buffers: 1 / 4
gates resized: 19 / 28
pin swaps: 4 / 3
hold buffers: 1 / 0
hold endpoints to repair: 14 / 0
endpoints found under the setup margin: 56 / 70
flip-flops by register name, summed over array words and instances (netlist names):
| register | flops |
|---|---|
| store_internal | 64 |
| control | 1 |
logic make-up (layout without fill, tap and decap cells):
kind of cell	after synthesis	count (layout)	synth area share, %
buffers and inverters	36	120	9.56
DFF	65	65	58.9
other	1	32	0.136
muxes	64	64	27.2
and+or+nand+nor	15	15	3.90
AOI/OAI and AO/OA	1	1	0.362
final timing paths:
| check | startpoint | to | slack [ns] | cells after the start |
|---|---|---|---|---|
| max | store_internal[5][2]$_DFFE_PN0P_ | store5[2] | 0.04 | 1 |
| min | chipselect | control$_DFFE_PN0P_ | 0.21 | 2 |
| max reg2reg | store_internal[7][1]$_DFFE_PN0P_ | store_internal[7][1]$_DFFE_PN0P_ | 0.63 | 2 |
| min reg2reg | store_internal[6][3]$_DFFE_PN0P_ | store_internal[6][3]$_DFFE_PN0P_ | 0.50 | 1 |
| max in group asynchronous | rst_n | store_internal[4][3]$_DFFE_PN0P_ | 0.58 | 3 |
| min in group asynchronous | rst_n | store_internal[2][5]$_DFFE_PN0P_ | 0.44 | 2 |
Power is estimated from default activity; no workload was simulated.
